### design/flow/design.v
module contador_universal #(
    parameter N = 4,                
    parameter MOD = 16,               
    parameter CLK_EDGE = 1          
)(
    input wire clk,
    input wire rst,                 
    input wire load_in,               
    input wire [N-1:0] d_in,          
    input wire out_enable_in,         
    input wire counter_enable_in,     
    input wire count_up_in,           
    output wire [N-1:0] q_out,         
    output reg terminal_count_out      
);
    reg  [N-1:0] r_reg = {N{1'b0}};  
    reg  [N-1:0] r_load = {N{1'b1}};
    wire [N-1:0] r_next;
    parameter COUNT_MAX = 10_000_000;  
    reg [24:0] counter = 0;
    always @ (posedge clk, posedge rst) 
        begin
            if(rst) begin
                r_reg <= {N{1'b0}};
                terminal_count_out <= 1'b0;  
            end else if (load_in && out_enable_in) begin
                r_reg <= d_in;
                r_load <= d_in;
                terminal_count_out <= 1'b0;  
            end else if (counter_enable_in && counter == COUNT_MAX - 1) begin
                    counter <= 0;
                    r_reg <= r_next;
                    if (r_reg == {N{1'b0}} && !count_up_in) begin
                        terminal_count_out <= 1'b1;
                        r_reg <= r_load;
                    end else if (r_reg == MOD - 1 && count_up_in) begin
                        terminal_count_out <= 1'b1;
                        r_reg <= {N{1'b0}};
                    end
                end
            else begin
                counter <= counter + 1;
            end
        end
    assign r_next = count_up_in ? (r_reg + 1) : (r_reg - 1);
    assign q_out = out_enable_in ? r_reg : {N{1'bz}};
endmodule
### design/flow/run.sh
#!/bin/bash
# OpenROAD 26Q1-2900-gdf79404cd8, Yosys 0.63+post, stock flow scripts
make -C /OpenROAD-flow-scripts/flow DESIGN_CONFIG=/design/flow/config.mk WORK_HOME=/design/flow/orfs finish
### design/flow/config.mk
export PLATFORM = sky130hd
export DESIGN_NAME = contador_universal
export DESIGN_NICKNAME = contador_universal
export VERILOG_FILES = /design/flow/design.v
export SDC_FILE = /design/flow/constraint.sdc
export NUM_CORES = 4
export LEC_CHECK = 1
export CORE_AREA = 10 10 110 110
export DIE_AREA = 0 0 120 120
### design/flow/constraint.sdc
current_design contador_universal

set clk_period 4.3
set clk_io_pct 0.2

create_clock -name clk0 -period $clk_period [get_ports {clk}]

set non_clock_inputs [all_inputs -no_clocks]
set_input_delay [expr $clk_period * $clk_io_pct] -clock clk0 $non_clock_inputs
set_output_delay [expr $clk_period * $clk_io_pct] -clock clk0 [all_outputs]
==> impl_metrics.json <==
{
  "status": "completed",
  "grt_antenna_before_repair": 0,
  "crit_required_ps": 4330,
  "cts_setup_buffers": 0,
  "power.static_leakage_nw": 0.782,
  "relative_slew_slack_pct": 64.0,
  "cp.arrival_ps": 2600,
  "route.antenna.remaining_nets": 0,
  "final-seq-area_um2": 996,
  "synth.distinct_cells": 36,
  "routed_via_density": 3.91,
  "seq_total_area_yosys_pct": 54.3,
  "worstPathMaxFanout": 19,
  "htreeDepth": 2,
  "i_o_pin_cnt": 15,
  "cell_internal_pwr_mw": 0.600,
  "floorplan.rows": 36,
  "globalplace.congestion": 0.777,
  "summed_instance_area_of_the_synthesized_netlist_mm2": 0.00183,
  "dp_worst_setup_slack_ps": 1450,
  "ys_chip_area_mm2": 0.00183,
  "fillerInstances": 1045,
  "count_of_library_flops_with_an_enable_pin": 29,
  "hold_violations": 0,
  "detail_route.drc_violations": 0,
  "log.warning_count": 25,
  "comb_power_share_pct": 11.0,
  "max_slew.worst_pin.slew_ps": 536,
  "critPathBufInv": 2,
  "final_critical_path_setup_slack_ps": 1730,
  "timing.max_cap.violations": 0,
  "critPathSlowestCell": "sky130_fd_sc_hd__clkdlybuf4s50_1",
  "tritoncts": "done",
  "synth_async_sr_flop_share_pct": 14.7,
  "post_syn_instances": 159,
  "worstSetupPathType": "in2reg",
  "switching_share_of_total_power_pct": 23.2,
  "setup_total_negative_slack_ps": 0,
  "clock-root-buffer": "sky130_fd_sc_hd__clkbuf_8",
  "chipArea_mm2": 0.0144,
  "post_synth_main_area_contributors": "sky130_fd_sc_hd__edfxtp_1, sky130_fd_sc_hd__dfrtp_1, sky130_fd_sc_hd__xor2_1",
  "gr-usage-all-layers_pct": 4.77,
  "die.size.x_um": 120,
  "power-per-cell-area_mw_per_mm2": 346,
  "gr-total-overflow": 0,
  "rsz0062_at_grt": "false",
  "peak_ir_drop_on_the_vdd_network_uv": 181,
  "coreArea_mm2": 0.00977,
  "crit_startpoint": "counter_enable_in",
  "timing.final.max_slew_violations": 0,
  "clock_power_share_pct": 36.6,
  "detailed_placer_s_ending_hpwl_um": 2340,
  "area_growth_pct": 23.1,
  "worstSetupStartpointType": "primary input",
  "skew_ps": 6.37,
  "crit_chain": "clkdlybuf4s50_1 > nor4bb_1 > nand3_1 > nor4_4 > buf_4 > nand3b_1 > o21ai_0",
  "hp-start": "terminal_count_out",
  "yosys_warnings": 2,
  "finalCritPeriodShare_pct": 59.7,
  "insertion_delay_ps": 280,
  "layout-drive-gt1-share_pct": 9.94,
  "dr.pass1.iters": 4,
  "logic_area_um2": 810,
  "worst_hold_path_type": "reg2reg",
  "post_cts.resized_instances": 0,
  "cts_num_sinks": 34,
  "vias": 1227,
  "path_delay_family": "simple AND/OR/NAND/NOR gates",
  "largest_reg_flops": 25,
  "ys_cells": 159,
  "numCtsBuffers": 5,
  "detail_route.iter0.violations": 75,
  "cts_hold_buffers": 0,
  "wl_um": 3360,
  "number_of_global_route_vias_before_repair": 1212,
  "wire_per_inst_um": 10.7,
  "core_util_floorplan_pct": 18.8,
  "grt_pass1_wl_um": 5800,
  "port_buffers": 14,
  "cts_buffer_depth": 2,
  "worstSetupEndpointType": "flip-flop",
  "netlist.top_cell.by_instances": "sky130_fd_sc_hd__edfxtp_1",
  "critical_path.max_stage_delay_ps": 450,
  "synth.largest_area_cell": "sky130_fd_sc_hd__edfxtp_1",
  "synth_flops": 34,
  "dominantRegCellSynth": "sky130_fd_sc_hd__edfxtp_1",
  "final_period_demand_of_the_worst_path_ps": 2570,
  "finalSetupViolCount": 0,
  "r2r-start": "counter[22]",
  "synth_area_per_cell_um2": 11.5,
  "maxClockFrequency_mhz": 390,
  "power.net_switching_mw": 0.181,
  "netlist_top_cells_count": "sky130_fd_sc_hd__edfxtp_1, sky130_fd_sc_hd__nand2_1, sky130_fd_sc_hd__nor2_1, sky130_fd_sc_hd__nand3_1, sky130_fd_sc_hd__xor2_1",
  "seq_power_share_pct": 52.4,
  "cts.reportedPaths.clkPinSlew_ps": 70,
  "maximum_number_of_pins_on_one_net_before_global_route_repair": 26,
  "diodes": 0,
  "top_area_share_pct": 47.5,
  "die-height_um": 120
}
==> layout by cell type (no fill, tap or decap), types with 2 or more instances in the layout <==
master,instances
sky130_fd_sc_hd__xnor2_1,12
sky130_fd_sc_hd__nor3_1,3
sky130_fd_sc_hd__clkinv_2,2
sky130_fd_sc_hd__nor4_4,3
sky130_fd_sc_hd__and3_1,2
sky130_fd_sc_hd__ha_1,3
sky130_fd_sc_hd__clkbuf_8,5
sky130_fd_sc_hd__nand2_1,18
sky130_fd_sc_hd__nand4_1,4
sky130_fd_sc_hd__buf_4,2
sky130_fd_sc_hd__xor2_1,13
sky130_fd_sc_hd__nand3_1,14
sky130_fd_sc_hd__a21oi_1,2
sky130_fd_sc_hd__clkdlybuf4s50_1,14
sky130_fd_sc_hd__o21ai_1,2
sky130_fd_sc_hd__inv_1,6
sky130_fd_sc_hd__dfrtp_1,5
sky130_fd_sc_hd__edfxtp_1,29
sky130_fd_sc_hd__o21ai_0,3
sky130_fd_sc_hd__mux2i_1,2
sky130_fd_sc_hd__nor2_1,17
sky130_fd_sc_hd__o2bb2ai_1,2
==> worst paths after layout <==
kind                            cells after the start  slack, ps                 end
worst min-delay path                                2        540  terminal_count_out
worst max-delay path                                7       1730         counter[20]
worst min register to register                      2        540  terminal_count_out
max in group asynchronous                           2       3250            r_reg[1]
worst max register to register                      6       2290         counter[20]
min in group asynchronous                           2        880  terminal_count_out
==> per-layer routing <==
| layer | part of all wire (%) | global-route usage (%) | wire (µm) |
|---|---|---|---|
| met2 | 39 | 6.26 | 1300 |
| met5 | 0 | 0 | 0 |
| met3 | 6.6 | 2.00 | 222 |
| met1 | 54 | 7.38 | 1800 |
| met4 | 0.77 | 0.528 | 26 |
==> tightest hold or removal path, stage by stage, from the launching register on <==
cell                      delay (ps)
sky130_fd_sc_hd__dfrtp_1         370
sky130_fd_sc_hd__a21oi_1          50
sky130_fd_sc_hd__nor2_1           80
==> through the flow <==
step | instance area [µm²] | hold WS, ps | util (%) | total power [mW] | std cells
4_1_cts | 2260 | 552 | 23.1 | 0.791 | 314
5_1_grt | 2260 | 608 | 23.1 | 0.819 | 314
3_5_place_dp | 2150 | 535 | 22.0 | 0.503 | 306
6_report | 2260 | 536 | 23.1 | 0.781 | 314
2_1_floorplan | 1830 | 438 | - | 0.466 | 159
3_3_place_gp | 2150 | 518 | 22.0 | 0.502 | 306
==> power groups by stage <==
stage / clock network, mW / logic, mW / registers, mW
after CTS: 0.294 / 0.0875 / 0.409
after global routing: 0.308 / 0.0978 / 0.413
final: 0.286 / 0.0859 / 0.409
==> area by class of cell <==
class                      instances  area share (%)
clock inverter                     3            1.77
multi-input combinational        117            35.8
sequential                        34            44.1
inverter                           6           0.997
tap                              133            7.37
clock buffer                       5            3.05
timing repair buffer              16            6.87
==> cell families (layout without fill, tap and decap cells) <==
kind of cell,count (synthesis),count (layout),synth area share [%]
adders and majority gates,4,4,3.14
AOI/OAI and AO/OA,14,14,5.12
xor gates and xnor gates,25,25,11.9
buffers and inverters,8,30,1.70
muxes,2,2,1.09
and+or+nand+nor,72,72,22.7
DFF,34,34,54.3
Power figures rest on the tool's default switching activity, not on a simulated workload.
