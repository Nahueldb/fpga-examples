===== design.v =====
module fifo #(
    parameter DATA_WIDTH = 12,
    parameter FIFO_DEPTH = 4,
    parameter ADDR_WIDTH = $clog2(FIFO_DEPTH)
) (
    input wire clk,
    input wire rst,
    input wire wr_en,
    input wire rd_en,
    input wire [DATA_WIDTH-1:0] data_in,
    output reg [DATA_WIDTH-1:0] data_out,
    output reg full,
    output reg empty
);
    reg [DATA_WIDTH-1:0] fifo_mem [FIFO_DEPTH-1:0];
    reg [ADDR_WIDTH-1:0] wr_ptr;
    reg [ADDR_WIDTH-1:0] rd_ptr;
    reg [ADDR_WIDTH:0] count;
    assign full  = (count == FIFO_DEPTH);
    assign empty = (count == 0);
    always @(posedge clk or posedge rst) begin
        if (rst) begin
            wr_ptr <= 0;
            rd_ptr <= 0;
            count <= 0;
        end else begin
            if (wr_en && !full) begin
                fifo_mem[wr_ptr] <= data_in;
                wr_ptr <= (wr_ptr + 1);
                count <= count + 1;
            end
            if (rd_en && !empty) begin
                data_out <= fifo_mem[rd_ptr];
                rd_ptr <= (rd_ptr + 1);
                count <= count - 1;
            end
        end
    end
endmodule

===== run.sh =====
#!/bin/bash
# OpenROAD 26Q1-2900-gdf79404cd8, Yosys 0.63+post, stock flow scripts
make -C /OpenROAD-flow-scripts/flow DESIGN_CONFIG=/design/flow/config.mk WORK_HOME=/design/flow/orfs finish

===== config.mk =====
export PLATFORM = sky130hd
export DESIGN_NAME = fifo
export DESIGN_NICKNAME = fifo
export VERILOG_FILES = /design/flow/design.v
export SDC_FILE = /design/flow/constraint.sdc
export NUM_CORES = 4
export LEC_CHECK = 1
export CORE_UTILIZATION = 40

===== constraint.sdc =====
current_design fifo

set clk_period 2.9
set clk_io_pct 0.2

create_clock -name clk0 -period $clk_period [get_ports {clk}]

set non_clock_inputs [all_inputs -no_clocks]
set_input_delay [expr $clk_period * $clk_io_pct] -clock clk0 $non_clock_inputs
set_output_delay [expr $clk_period * $clk_io_pct] -clock clk0 [all_outputs]

==> flow_summary.toml <==
# generated from flow reports
[run_status]
outcome = "complete, no violations"

[cells_and_area]
area_growth_pct = 23.8
fin_area_um2 = 3250
drive_above_1_share_pct = 10.3
layoutNonFillerInstCount = 271

[flow_run]
drv_cap = 0
warning_count = 31

[setup_path]
crit_arrival_ns = 2.47
max_stage_delay_ns = 0.59
path_delay_family = "buffers and inverters"
cp_data_required_time_ns = 3.11
endpoint_kind = "flop"
startpoint_type = "input port"
crit_path_cell_trace = "clkdlybuf4s50_1, nand2b_2, fa_1, or3b_1, a311o_1"
cp_max_fo = 7
cp_num_buf_inv = 1
cp_slowest_cell = "clkdlybuf4s50_1"
crit_type = "input port to flop"

[power]
seqPwrFrac_pct = 45.1
powerDensity_nw_per_um2 = 924
p_leak_nw = 1.19
p_comb_share_pct = 25.7
p_clk_share_pct = 29.2
total_power_mw = 3.00
sw_frac_of_total_pct = 26.2
peakVddDrop_mv = 0.557
p_int_mw = 2.22
p_switching_mw = 0.787

[placed_design]
dp_slack_ns = 0.317
dpl.cell_count = 255
place_area_um2 = 3020
place_congestion = 0.759
dp_hpwl_mm = 2.74
portBuffers = 29

[floorplanning]
die_h_um = 83.0
io_pins = 30
fp_util_pct = 41.3
die_w_um = 83.0
core_region_area_um2 = 6350
rows = 29
die-area_um2 = 6890

[timing]
finalSetupViolCount = 0
slew_violations = 0
layout_setup_ws_ns = 0.640
final_hold_viol_count = 0
period_used_pct = 77.9
rsz0062_at_grt = "false"
period_needed_ns = 2.26
tightestPinTransition_ns = 0.799
tns_ns = 0
fmax_ghz = 0.443
relSlewSlack_pct = 46.7
skew_ns = 0.00787

[cts]
clock-sinks = 67
cts_max_level = 3
cts_resized = 0
cts_max_path_buffers = 2
numCtsBuffers = 9
clock_latency_ns = 0.33
cts_tree = "built"
root_buffer = "clkbuf_8"
post_cts_buffers = 0
cts.clk_slew.worst_paths_ns = 0.06
cts_hold_buf = 0

[synth]
synth_area_um2 = 2630
numSynthFlops = 67
flop_cell = "edfxtp_1"
synth_cell_types = 27
synth_top_area_share_pct = 68.6
syn_avg_cell_area_um2 = 17.5
most_common_cell = "edfxtp_1"
yosysWarnings = 4
ys_seq_share_pct = 75.3
common_cells = "60 x edfxtp_1, 19 x inv_1, 13 x mux2i_1, 12 x a222oi_1, 8 x ha_1"
ys_async_sr_fraction_pct = 10.4
yosys-top-cells-area = "edfxtp_1 69%, dfrtp_1 6.7%, mux2i_1 5.0%"
netlist.top_cell.by_area = "edfxtp_1"
synth_stat.cells = 150
ys_chip_area_um2 = 2630
edf_count = 60
syn_inst = 150

[hold_path]
hp-class = "flop to flop"

[detailed_routing]
drc = 0
route.detailed.wl_per_inst_um = 15.8
viasPerCell = 5.01
drt_pre_antenna_iters = 6
drt-total-wl_mm = 4.29
ant_nets = 0
vias = 1358
antenna_cells = 0
drt-initial-drc-count = 98

[global_route]
grt_pass1_wl_mm = 6.86
gr-total-overflow = 0
grt_pass1_vias = 1376
antenna_found_initial = 0
grt_max_degree = 13
grt.total_usage_pct = 14.1
[layout make-up]
cell class,instances,area (um^2)
well taps,77,96.3
flip-flops and latches,67,1980
clock buffers,10,128
repair buffers,32,313
inverters,19,71.3
multi-input cells,60,561
clock inverters,6,104
fillers,489,3100
[cells by family (layout without fill, tap and decap cells)]
| kind of cell | Yosys count | in the layout | share of synthesized area [%] |
|---|---|---|---|
| compound gates | 19 | 19 | 6.29 |
| xor+xnor | 2 | 2 | 0.667 |
| fa+ha+maj | 9 | 9 | 4.58 |
| buf+inv | 23 | 67 | 3.34 |
| flops | 67 | 67 | 75.3 |
| mux | 16 | 16 | 6.24 |
| simple gates | 14 | 14 | 3.57 |
[layout by cell type (no fill, tap or decap), types with 2 or more instances in the layout]
cell type / Yosys / routed
a21oi_1: 3 / 3
a222oi_1: 12 / 12
and2_1: 4 / 4
buf_4: 0 / 3
bufinv_16: 0 / 3
clkbuf_8: 0 / 9
clkdlybuf4s50_1: 0 / 29
clkinv_2: 0 / 2
dfrtp_1: 7 / 7
edfxtp_1: 60 / 60
ha_1: 8 / 8
inv_1: 19 / 19
mux2_1: 2 / 2
mux2i_1: 13 / 13
nor2_1: 2 / 2
xnor2_1: 2 / 2
[power by group through the flow]
stage                 clock network (mW)  registers, mW  logic (mW)
after global routing               0.937           1.38       0.856
after CTS                          0.899           1.36       0.781
final                              0.876           1.36       0.771
[flip-flops by register name (all words and copies together) (netlist names)]
register	flops
count	3
data_out	12
fifo_mem	48
rd_ptr	2
wr_ptr	2
[path summary, 6_finish.rpt]
path                                  startpoint                    end  slack, ns  cells past startpoint
setup / recovery                           rd_en   count[2]$_DFFE_PP0P_       0.64                      5
hold / removal             rd_ptr[0]$_DFFE_PP0P_  rd_ptr[0]$_DFFE_PP0P_       0.53                      1
min in group asynchronous                    rst   count[1]$_DFFE_PP0P_       0.56                      2
max in group asynchronous                    rst   count[0]$_DFFE_PP0P_       2.12                      2
hold reg to reg            rd_ptr[0]$_DFFE_PP0P_  rd_ptr[0]$_DFFE_PP0P_       0.53                      1
setup reg to reg            count[1]$_DFFE_PP0P_   count[2]$_DFFE_PP0P_       0.86                      5
[layer usage]
layer  global-route usage [%]  up-vias  share of wire, %
met3                     7.57        2                10
met4                     1.41        0              0.44
li1                         -      656                 -
met1                     21.4      641                43
met2                     20.4       59                47
met5                        0        -                 0
[stage by stage]
step	utilization [%]	hold slack [ns]
floorplan	-	0.383
CTS	51.2	0.539
detailed placement	47.5	0.531
global route	51.2	0.564
finish	51.2	0.531
global placement	47.5	0.515
